File: /design/flow/run.sh
#!/bin/bash
# OpenROAD 26Q1-2900-gdf79404cd8, Yosys 0.63+post, stock flow scripts
make -C /OpenROAD-flow-scripts/flow DESIGN_CONFIG=/design/flow/config.mk WORK_HOME=/design/flow/orfs finish
File: /design/flow/config.mk
export PLATFORM = sky130hd
export DESIGN_NAME = ALU
export DESIGN_NICKNAME = ALU
export VERILOG_FILES = /design/flow/design.v
export SDC_FILE = /design/flow/constraint.sdc
export NUM_CORES = 4
export LEC_CHECK = 1
export CORE_UTILIZATION = 30
File: /design/flow/design.v
module ALU(
  input         clock,
  input         reset,
  input  [31:0] io_Src_A,
  input  [31:0] io_Src_B,
  input  [4:0]  io_ALUOp,
  output [31:0] io_Sum,
  output        io_Conflag
);
  wire [5:0] shamt;  
  wire [32:0] _T_32;  
  wire [31:0] _T_33;  
  wire [32:0] _T_34;  
  wire [32:0] _T_35;  
  wire [31:0] _T_36;  
  wire [31:0] _T_37;  
  wire [31:0] _T_38;  
  wire [31:0] _GEN_0;  
  wire [31:0] _T_39;  
  wire [94:0] _GEN_1;  
  wire [94:0] _T_40;  
  wire [31:0] _T_41;  
  wire [31:0] _T_42;  
  wire [31:0] _T_43;  
  wire [31:0] _T_44;  
  wire [31:0] _T_46;  
  wire  _T_47;  
  wire  _T_48;  
  wire  _T_49;  
  wire [31:0] _T_50;  
  wire  _T_51;  
  wire [31:0] _T_52;  
  wire  _T_53;  
  wire [31:0] _T_54;  
  wire  _T_55;  
  wire [31:0] _T_56;  
  wire  _T_57;  
  wire [94:0] _T_58;  
  wire  _T_59;  
  wire [94:0] _T_60;  
  wire  _T_61;  
  wire [94:0] _T_62;  
  wire  _T_63;  
  wire [94:0] _T_64;  
  wire  _T_65;  
  wire [94:0] _T_66;  
  wire  _T_67;  
  wire [94:0] _T_68;  
  wire  _T_72;  
  wire  _T_75;  
  wire  _T_81;  
  wire  _T_83;  
  wire  _T_84;  
  wire  _T_85;  
  wire  _T_86;  
  wire  _T_87;  
  wire  _T_88;  
  wire  _T_89;  
  wire  _T_90;  
  wire  _T_91;  
  wire  _T_92;  
  wire  _T_93;  
  wire  _T_94;  
  assign shamt = io_Src_B[5:0];  
  assign _T_32 = io_Src_A + io_Src_B;  
  assign _T_33 = io_Src_A + io_Src_B;  
  assign _T_34 = io_Src_A - io_Src_B;  
  assign _T_35 = $unsigned(_T_34);  
  assign _T_36 = _T_35[31:0];  
  assign _T_37 = io_Src_A & io_Src_B;  
  assign _T_38 = io_Src_A | io_Src_B;  
  assign _GEN_0 = {{26'd0}, shamt};  
  assign _T_39 = io_Src_A ^ _GEN_0;  
  assign _GEN_1 = {{63'd0}, io_Src_A};  
  assign _T_40 = _GEN_1 << shamt;  
  assign _T_41 = io_Src_A >> shamt;  
  assign _T_42 = $signed(io_Src_A);  
  assign _T_43 = $signed(_T_42) >>> shamt;  
  assign _T_44 = $unsigned(_T_43);  
  assign _T_46 = $signed(io_Src_B);  
  assign _T_47 = $signed(_T_42) < $signed(_T_46);  
  assign _T_48 = io_Src_A < io_Src_B;  
  assign _T_49 = 5'h9 == io_ALUOp;  
  assign _T_50 = _T_49 ? {{31'd0}, _T_48} : io_Src_B;  
  assign _T_51 = 5'h8 == io_ALUOp;  
  assign _T_52 = _T_51 ? {{31'd0}, _T_47} : _T_50;  
  assign _T_53 = 5'h7 == io_ALUOp;  
  assign _T_54 = _T_53 ? _T_44 : _T_52;  
  assign _T_55 = 5'h6 == io_ALUOp;  
  assign _T_56 = _T_55 ? _T_41 : _T_54;  
  assign _T_57 = 5'h5 == io_ALUOp;  
  assign _T_58 = _T_57 ? _T_40 : {{63'd0}, _T_56};  
  assign _T_59 = 5'h4 == io_ALUOp;  
  assign _T_60 = _T_59 ? {{63'd0}, _T_39} : _T_58;  
  assign _T_61 = 5'h3 == io_ALUOp;  
  assign _T_62 = _T_61 ? {{63'd0}, _T_38} : _T_60;  
  assign _T_63 = 5'h2 == io_ALUOp;  
  assign _T_64 = _T_63 ? {{63'd0}, _T_37} : _T_62;  
  assign _T_65 = 5'h1 == io_ALUOp;  
  assign _T_66 = _T_65 ? {{63'd0}, _T_36} : _T_64;  
  assign _T_67 = 5'h0 == io_ALUOp;  
  assign _T_68 = _T_67 ? {{63'd0}, _T_33} : _T_66;  
  assign _T_72 = $signed(_T_42) == $signed(_T_46);  
  assign _T_75 = $signed(_T_42) != $signed(_T_46);  
  assign _T_81 = $signed(_T_42) >= $signed(_T_46);  
  assign _T_83 = io_Src_A >= io_Src_B;  
  assign _T_84 = 5'hf == io_ALUOp;  
  assign _T_85 = _T_84 ? _T_83 : 1'h0;  
  assign _T_86 = 5'he == io_ALUOp;  
  assign _T_87 = _T_86 ? _T_48 : _T_85;  
  assign _T_88 = 5'hd == io_ALUOp;  
  assign _T_89 = _T_88 ? _T_81 : _T_87;  
  assign _T_90 = 5'hc == io_ALUOp;  
  assign _T_91 = _T_90 ? _T_47 : _T_89;  
  assign _T_92 = 5'hb == io_ALUOp;  
  assign _T_93 = _T_92 ? _T_75 : _T_91;  
  assign _T_94 = 5'ha == io_ALUOp;  
  assign io_Sum = _T_68[31:0];  
  assign io_Conflag = _T_94 ? _T_72 : _T_93;  
endmodule
File: /design/flow/constraint.sdc
current_design ALU

set clk_period 13.1
set clk_io_pct 0.2

create_clock -name clk0 -period $clk_period

set non_clock_inputs [all_inputs -no_clocks]
set_input_delay [expr $clk_period * $clk_io_pct] -clock clk0 $non_clock_inputs
set_output_delay [expr $clk_period * $clk_io_pct] -clock clk0 [all_outputs]
==> impl_metrics.toml <==
# implementation run metrics
[status]
outcome = "complete, no violations"

[synthesis]
ys_cells = 1381
top_area_cell = "ha_1"
syn_inst = 1381
syn_avg_cell_area_um2 = 6.91
yosys_warnings = 0
synth_seq_share_pct = 0
yosys_area_um2 = 9550
netlist-cell-type-count = 87
topCellsByArea = "ha_1, mux4_2, a21oi_1"
synth_area_um2 = 9550
post-synth-top-area-fraction_pct = 12.7

[power]
switchingPower_uw = 285
p_total_uw = 475
vdd_drop_max_v = 0.0000161
switching_share_pct = 60.1
intPower_uw = 189
power_leakage_uw = 0.00430
p_per_area_nw_per_um2 = 44.0

[drt]
vias_per_cell = 6.36
post_drt_wl_per_cell_um = 27.5
vias = 11500
wirelength_mm = 49.6
drt_pass1_iterations = 6
drc = 0
ant_nets = 0
drt-initial-drc-count = 1322

[floorplanning]
die_height_um = 180
rows = 64
boundaryPins = 104
fp_util_pct = 30.8
dieArea_um2 = 32500
die_w_um = 180
coreArea_um2 = 31000

[clocking]
post_cts_buffers = 0
post_cts_resize_count = 0
hold_buffers = 0

[layout]
clkbuf_count = 0
fin_cells = 1807
n_fill_cell = 3326
drive_gt1_share_pct = 9.51
final_util_pct = 34.8
layout_top_cells = "nor2_1, a21oi_1, nand2_1"
lay_top_count = "nor2_1"
seq_cells = 0
area_growth_pct = 13.0
register_area_um2 = 0

[critical_path]
slowest_delay_ns = 0.67
worstSetupStartpointType = "input pin"
critPathArrivalTime_ns = 7.51
crit_required_ns = 10.48
path_delay_family = "AND-OR/OR-AND gates"
critical_path_class = "input pin to output port"
crit_path_end_kind = "output port"
cp_num_buf_inv = 4
cp_slowest_cell = "ha_1"
worst-path-max-fanout = 37
critical_path.cell_chain = "buf_2, buf_4, clkinv_1, ha_1, a211oi_1, o21ai_1, nand2_1, o31ai_2, a31oi_2, o211ai_1, a31oi_1, o31ai_1, mux2_2, nor2_1, clkdlybuf4s50_1"

[place]
dp_hpwl_mm = 37.9
io_buffers = 102
routabilityCongestion = 1.04
placed_cells = 1805

[final_timing]
finalSetupTns_ns = 0
slew_viol_final = 0
layout_min_cycle_time_ns = 10.13
min_period_over_period_pct = 77.4
setup_viol = 0
rsz0062_at_grt = "false"
hold_viol = 0
whs_ns = 6.16
maxSlewHeadroom_pct = 40.5
fmax_ghz = 0.0987
worst_pin_slew_ns = 0.893

[hold_path]
min_path_type = "input pin to output port"

[global_route]
grt_start_max_net_pins = 67
grt-busiest-layer = "met2"
grt_pass1_wl_mm = 73.0
met3_usage_pct = 4.18
gr-usage-met1_pct = 45.4
grt_pass1_vias = 10800
grt_antenna_before_repair = 0
grtUsageTotal_pct = 30.6
grt.met2_usage_pct = 46.9
overflow = 0

[job]
max-cap-violations = 0
warning_count = 99
## cells by family (layout without fill, tap and decap cells)
logic type               Yosys count  after routing  share of synthesized area (%)
AND-OR/OR-AND                    529            529                           35.4
AND/OR/NAND/NOR                  406            406                           19.5
buffers and inverters            218            246                           10.0
multiplexers                     100            100                           19.3
adder cells (fa/ha/maj)           99             99                           13.1
XOR/XNOR                          29             29                           2.66
other                              0              2                              0
## area by class of cell
class | count | area [um2] | share of cell area (%)
Inverter | 103 | 387 | 3.58
Tap cell | 396 | 495 | 4.59
Multi-Input combinational cell | 1163 | 8600 | 79.7
Timing Repair Buffer | 143 | 1310 | 12.1
Antenna cell | 2 | 5.00 | 0.0464
## cells in the mapped netlist (all sizes together), types with 5 or more instances
| cell type | instances |
|---|---|
| a211o | 5 |
| a211oi | 22 |
| a21o | 17 |
| a21oi | 156 |
| a221oi | 13 |
| a22oi | 19 |
| a311oi | 5 |
| a31oi | 23 |
| and2 | 9 |
| buf | 54 |
| clkbuf | 61 |
| ha | 97 |
| inv | 101 |
| mux2 | 9 |
| mux2i | 28 |
| mux4 | 63 |
| nand2 | 111 |
| nand2b | 8 |
| nand3 | 18 |
| nand4 | 6 |
| nor2 | 160 |
| nor2b | 11 |
| nor3 | 38 |
| nor4 | 12 |
| o2111ai | 6 |
| o211ai | 32 |
| o21a | 6 |
| o21ai | 122 |
| o21bai | 10 |
| o221ai | 11 |
| o22ai | 28 |
| o311ai | 7 |
| o31ai | 14 |
| or2 | 7 |
| or3 | 10 |
| xnor2 | 25 |
## final timing paths
path / slack [ns] / to / depth (start not counted) / startpoint
hold / removal: 6.16 / io_Sum[19] / 4 / io_ALUOp[0]
setup / recovery: 2.97 / io_Sum[31] / 15 / io_Src_B[1]
## metrics by stage
stage	cell area [um2]	setup slack, ns
finish	10800	2.97
global route	10800	2.64
CTS	10800	2.99
detailed placement	10800	3.01
global placement	10800	3.01
floorplan	9550	4.80
## layer usage
layer,wire (um),vias up
li1,-,5244
met1,22300,5555
met2,21700,618
met3,3850,82
met4,1720,0
met5,0,-
## power by group through the flow
stage	clock [uW]	sequential [uW]	combinational [uW]
CTS	0	0	467
global route	0	0	511
Power figures rest on the tool's default switching activity, not on a simulated workload.
