==> ./design.v <==
`timescale 1ns / 1ps
module FIR(
    input clk,
    input rst,
    input wire signed [15:0] filter_in,
    output reg signed [31:0] filter_out
    );
    parameter word_width = 16;
    parameter order = 16;
    reg signed [word_width-1:0] delay_pipeline[order:0];
    wire signed [word_width-1:0]  coef[order:0];
    assign coef[0] = -17;
    assign coef[1] = 62;
    assign coef[2] = 456;
    assign coef[3] = 1482;
    assign coef[4] = 3367;
    assign coef[5] = 6013;
    assign coef[6] = 8880;
    assign coef[7] = 11129;
    assign coef[8] = 11983;
    assign coef[9] = 11129;
    assign coef[10] = 8880;
    assign coef[11] = 6013;
    assign coef[12] = 3367;
    assign coef[13] = 1482;
    assign coef[14] = 456;
    assign coef[15] = 62;
    assign coef[16] = -17;
    reg signed [31:0]  product[16:0];
    reg signed [31:0]  sum_buf; 
    reg signed [15:0] data_in_buf;
    always @(posedge clk or negedge rst) begin
        if (!rst) begin
            data_in_buf <= 0;
        end
        else begin
            data_in_buf <= filter_in;
        end
    end
    always @(posedge clk or negedge rst) begin
        if (!rst) begin
            delay_pipeline[0] <= 0 ;
            delay_pipeline[1] <= 0 ;
            delay_pipeline[2] <= 0 ;
            delay_pipeline[3] <= 0 ;
            delay_pipeline[4] <= 0 ;
            delay_pipeline[5] <= 0 ;
            delay_pipeline[6] <= 0 ;
            delay_pipeline[7] <= 0 ;
            delay_pipeline[8] <= 0 ;
            delay_pipeline[9] <= 0 ;
            delay_pipeline[10] <= 0 ;
            delay_pipeline[11] <= 0 ;
            delay_pipeline[12] <= 0 ;
            delay_pipeline[13] <= 0 ;
            delay_pipeline[14] <= 0 ;
            delay_pipeline[15] <= 0 ;
            delay_pipeline[16] <= 0 ;
        end 
        else begin
            delay_pipeline[0] <= data_in_buf ;
            delay_pipeline[1] <= delay_pipeline[0] ;
            delay_pipeline[2] <= delay_pipeline[1] ;
            delay_pipeline[3] <= delay_pipeline[2] ;
            delay_pipeline[4] <= delay_pipeline[3] ;
            delay_pipeline[5] <= delay_pipeline[4] ;
            delay_pipeline[6] <= delay_pipeline[5] ;
            delay_pipeline[7] <= delay_pipeline[6] ;
            delay_pipeline[8] <= delay_pipeline[7] ;
            delay_pipeline[9] <= delay_pipeline[8] ;
            delay_pipeline[10] <= delay_pipeline[9] ;
            delay_pipeline[11] <= delay_pipeline[10] ;
            delay_pipeline[12] <= delay_pipeline[11] ;
            delay_pipeline[13] <= delay_pipeline[12] ;
            delay_pipeline[14] <= delay_pipeline[13] ;
            delay_pipeline[15] <= delay_pipeline[14] ;
            delay_pipeline[16] <= delay_pipeline[15] ;
        end
    end
    always @(posedge clk or negedge rst) begin
        if (!rst) begin
            product[0] <= 0;
            product[1] <= 0;
            product[2] <= 0;
            product[3] <= 0;
            product[4] <= 0;
            product[5] <= 0;
            product[6] <= 0;
            product[7] <= 0;
            product[8] <= 0;
            product[9] <= 0;
            product[10] <= 0;
            product[11] <= 0;
            product[12] <= 0;
            product[13] <= 0;
            product[14] <= 0;
            product[15] <= 0;
            product[16] <= 0;
        end
        else begin
            product[0] <= coef[0] * delay_pipeline[0];
            product[1] <= coef[1] * delay_pipeline[1];
            product[2] <= coef[2] * delay_pipeline[2];
            product[3] <= coef[3] * delay_pipeline[3];
            product[4] <= coef[4] * delay_pipeline[4];
            product[5] <= coef[5] * delay_pipeline[5];
            product[6] <= coef[6] * delay_pipeline[6];
            product[7] <= coef[7] * delay_pipeline[7];
            product[8] <= coef[8] * delay_pipeline[8];
            product[9] <= coef[9] * delay_pipeline[9];
            product[10] <= coef[10] * delay_pipeline[10];
            product[11] <= coef[11] * delay_pipeline[11];
            product[12] <= coef[12] * delay_pipeline[12];
            product[13] <= coef[13] * delay_pipeline[13];
            product[14] <= coef[14] * delay_pipeline[14];
            product[15] <= coef[15] * delay_pipeline[15];
            product[16] <= coef[16] * delay_pipeline[16];
        end
    end
    always @(posedge clk or negedge rst) begin
        if (!rst) begin
            sum_buf <= 0;
        end
        else begin
            sum_buf <= product[0] + product[1]+ product[2]+ product[3]+ product[4]
            + product[5]+ product[6]+ product[7]+ product[8]+ product[9]+ product[10]
            + product[11]+ product[12]+ product[13]+ product[14]+ product[15]+ product[16];
        end
    end
    always @(sum_buf) begin
        if (!rst) begin
            filter_out = 0;
        end
        else begin
            filter_out = sum_buf;
        end
    end
endmodule
==> ./run.sh <==
#!/bin/bash
# OpenROAD 26Q1-2900-gdf79404cd8, Yosys 0.63+post, stock flow scripts
make -C /OpenROAD-flow-scripts/flow DESIGN_CONFIG=/design/flow/config.mk WORK_HOME=/design/flow/orfs finish
==> ./config.mk <==
export PLATFORM = sky130hd
export DESIGN_NAME = FIR
export DESIGN_NICKNAME = FIR
export VERILOG_FILES = /design/flow/design.v
export SDC_FILE = /design/flow/constraint.sdc
export NUM_CORES = 4
export LEC_CHECK = 1
export CORE_UTILIZATION = 40
==> ./constraint.sdc <==
current_design FIR

set clk_period 11.5
set clk_io_pct 0.2

create_clock -name clk0 -period $clk_period [get_ports {clk}]

set non_clock_inputs [all_inputs -no_clocks]
set_input_delay [expr $clk_period * $clk_io_pct] -clock clk0 $non_clock_inputs
set_output_delay [expr $clk_period * $clk_io_pct] -clock clk0 [all_outputs]
==> results.sh <==
# flow metrics
export IMPL_finalSetupViolCount=0
export IMPL_relSlewSlack=0.252
export IMPL_hp_start="data_in_buf[5]$_DFF_PN0_"
export IMPL_syn2layout_area_growth_pct=8.56
export IMPL_run_status="finished, final reports clean"
export IMPL_syn_area_um2=90400
export IMPL_drt_first_iter_violations=2212
export IMPL_antenna_found_initial=13
export IMPL_core_um2=225000
export IMPL_synth_area_per_cell_um2=10.6
export IMPL_finalCritPeriodShare=0.611
export IMPL_ys_area_um2=90400
export IMPL_place_congestion=0.963
export IMPL_crit_path_start_kind="input pin"
export IMPL_die_h_um=477
export IMPL_final_setup_worst_slack_ns=4.47
export IMPL_warnings=127
export IMPL_hold_violations=0
export IMPL_wire_per_inst_um=18.1
export IMPL_area_leaders="fa_1, dfrtp_1, ha_1, inv_1, xnor2_1"
export IMPL_ios=50
export IMPL_clock_latency_late_pin_ns=0.74
export IMPL_min_path_type="register to register"
export IMPL_finalMaxSlewViolations=0
export IMPL_layout_drive_gt1_share=0.0294
export IMPL_drv_cap=0
export IMPL_die_width_um=477
export IMPL_worstSetupPathType="input pin to output port"
export IMPL_crit_path_max_fanout=59
export IMPL_post_cts_buffers=0
export IMPL_viasPerCell=4.64
export IMPL_critPathSlowestCell="buf_4"
export IMPL_ctsHoldBuffers=0
export IMPL_portBuffers=49
export IMPL_drc=0
export IMPL_critPathMostFrequentCell="buf_4"
export IMPL_rsz0062_at_grt="false"
export IMPL_edf_count=0
export IMPL_gr_total_overflow=0
export IMPL_max_freq_ghz=0.142
export IMPL_yosys_most_used_dff="dfrtp_1"
export IMPL_cts_buffers=92
export IMPL_use_met1=0.301
export IMPL_synth_distinct_cells=85
export IMPL_crit_path_max_incr_delay_ns=0.70
export IMPL_htree_levels=3
export IMPL_fp_util=0.402
export IMPL_synth_top_area_share=0.340
export IMPL_wl_mm=213
export IMPL_fill_cells=20700
export IMPL_root_buffer="clkbuf_16"
export IMPL_endpoint_kind="output port"
export IMPL_first_global_vias=59200
export IMPL_chip_area_um2=228000
export IMPL_grt_busiest_layer="met2"
export IMPL_cts_sinks=745
export IMPL_grt_use_met3=0.0954
export IMPL_place_hpwl_mm=182
export IMPL_async_flop_share=1.00
export IMPL_synth_cells_yosys=8501
export IMPL_clockBufferDepth=3
export IMPL_cts_tree="done"
export IMPL_cts_clk_slew_worst_paths_ns=0.06
export IMPL_synthCells=8501
export IMPL_crit_arrival_ns=4.73
export IMPL_ctsResizeCount=0
export IMPL_crit_required_ns=9.20
export IMPL_grt_usage=0.210
export IMPL_grt_pass1_wl_mm=342
export IMPL_lay_top_cells="inv_1, fa_1, ha_1, dfrtp_1, xnor2_1"
export IMPL_cp_cell_sequence="buf_8 > buf_4 > buf_4 > and2_1 > clkdlybuf4s50_1"
export IMPL_synth_seq_share=0.206
export IMPL_gr_usage_met2=0.302
export IMPL_synth_warnings=3
export IMPL_layout_top_cell="inv_1"
export IMPL_setup_tns_ns=0
export IMPL_firstDrtPassIters=5
export IMPL_num_vias=54500
export IMPL_rows=174
export IMPL_drtAntennaViolNets=0
export IMPL_period_needed_ns=7.03
export IMPL_fin_skew_ns=0.0392
export IMPL_yosysTopAreaCell="fa_1"
export IMPL_startpoint="rst"
export IMPL_reg2reg_from="delay_pipeline[3][2]$_DFF_PN0_"
export IMPL_post_place_ws_ns=4.31
export IMPL_ys_seq_elements=745
export IMPL_grt_max_degree=88
export IMPL_worst_slew_pin_slew_ns=1.11
sequential cells by signal, indices dropped and copies added (netlist names):
signal,flops
delay_pipeline,272
product,425
sum_buf,32
data_in_buf,16
routing by layer:
| layer | up-vias | routed length (um) | share of wire |
|---|---|---|---|
| met5 | - | 11 | 0.000052 |
| met4 | 2 | 5750 | 0.027 |
| met3 | 183 | 22400 | 0.11 |
| met2 | 1161 | 94600 | 0.44 |
| met1 | 27000 | 89900 | 0.42 |
| li1 | 26100 | - | - |
area by class of cell:
cell class / instances / area, um2 / area share
multi-input cells: 5023 / 61500 / 0.627
inverters: 2717 / 10200 / 0.104
well taps: 2992 / 3740 / 0.0381
diodes: 7 / 17.5 / 0.000178
repair buffers: 84 / 771 / 0.00785
clock buffers: 118 / 2540 / 0.0259
flip-flops and latches: 745 / 18600 / 0.190
clock inverters: 52 / 719 / 0.00733
worst max-delay path: cells and delay by family:
family / cells / cell delay (ns)
buffers and inverters: 4 / 2.16
and+or+nand+nor: 1 / 0.23
final timing paths:
path | end | slack [ns] | cells past startpoint
setup reg to reg | sum_buf[30]$_DFF_PN0_ | 5.15 | 20
hold reg to reg | delay_pipeline[0][5]$_DFF_PN0_ | 0.33 | 0
setup / recovery | filter_out[24] | 4.47 | 5
min in group asynchronous | product[1][6]$_DFF_PN0_ | 1.53 | 1
max in group asynchronous | product[12][22]$_DFF_PN0_ | 6.96 | 5
hold / removal | delay_pipeline[0][5]$_DFF_PN0_ | 0.33 | 0
Yosys cell counts (49+ instances only):
cell	instances
nor2_1	222
fa_1	1534
a21oi_1	274
nand3_1	66
nor3_1	69
and2_1	49
o21ai_0	153
inv_1	2716
nand2_1	162
a21o_1	115
xnor2_1	344
ha_1	1374
xor2_1	116
dfrtp_1	745
kinds of logic (layout without fill, tap and decap cells):
| family | count (synthesis) | in the layout | synth area share |
|---|---|---|---|
| AND-OR/OR-AND | 867 | 867 | 0.0626 |
| XOR/XNOR | 460 | 460 | 0.0446 |
| adder cells (fa/ha/maj) | 2908 | 2908 | 0.530 |
| buffers and inverters | 2733 | 2971 | 0.113 |
| flip-flops | 745 | 745 | 0.206 |
| multiplexers | 17 | 17 | 0.00192 |
| other | 0 | 7 | 0 |
| AND/OR/NAND/NOR | 771 | 771 | 0.0415 |
through the flow:
stage                     cells   util  hold slack, ns  cell area (um2)
final                     11700  0.437           0.332            98200
after global routing      11700  0.437           0.344            98200
after CTS                 11700  0.437           0.332            98100
after detailed placement  11600  0.422           0.335            94900
after floorplan            8501      -           0.331            90400
after global placement    11600  0.422           0.333            94900
